`flow/design.v`:
```
`timescale 1ns / 1ps
`default_nettype none
module lc4_decoder(input  wire [15:0] insn,                
                   output wire [ 2:0] r1sel,               
                   output wire        r1re,                
                   output wire [ 2:0] r2sel,               
                   output wire        r2re,                
                   output wire [ 2:0] wsel,                
                   output wire        regfile_we,          
                   output wire        nzp_we,              
                   output wire        select_pc_plus_one,  
                   output wire        is_load,             
                   output wire        is_store,            
                   output wire        is_branch,           
                   output wire        is_control_insn      
                   );
   wire [3:0] opcode = insn[15:12];
   assign     is_branch = (opcode == 4'b0000 & insn != 0);
   wire       is_arith = (opcode == 4'b0001);
   wire       is_add = (is_arith & (insn[5:3] == 3'b000));
   wire       is_mul = (is_arith & (insn[5:3] == 3'b001));
   wire       is_sub = (is_arith & (insn[5:3] == 3'b010));
   wire       is_div = (is_arith & (insn[5:3] == 3'b011));
   wire       is_addi = (is_arith & insn[5]);
   wire       is_compare = (opcode == 4'b0010);
   wire       is_cmp = (is_compare & (insn[8:7] == 2'b00));
   wire       is_cmpu = (is_compare & (insn[8:7] == 2'b01));
   wire       is_cmpi = (is_compare & (insn[8:7] == 2'b10));
   wire       is_cmpiu = (is_compare & (insn[8:7] == 2'b11));
   wire       is_jsr = (insn[15:11] == 5'b01001);
   wire       is_jsrr = (insn[15:11] == 5'b01000);
   wire       is_logic = (opcode == 4'b0101);
   wire       is_and = (is_logic & (insn[5:3] == 3'b000));
   wire       is_not = (is_logic & (insn[5:3] == 3'b001));
   wire       is_or = (is_logic & (insn[5:3] == 3'b010));
   wire       is_xor = (is_logic & (insn[5:3] == 3'b011));
   wire       is_andi = (is_logic & insn[5]);
   wire       is_ldr = (opcode == 4'b0110);
   wire       is_str = (opcode == 4'b0111);
   wire       is_rti = (opcode == 4'b1000);
   wire       is_const = (opcode == 4'b1001);
   wire       is_shift = (opcode == 4'b1010);
   wire       is_sll = (is_shift & (insn[5:4] == 2'b00));
   wire       is_sra = (is_shift & (insn[5:4] == 2'b01));
   wire       is_srl = (is_shift & (insn[5:4] == 2'b10));
   wire       is_mod = (is_shift & (insn[5:4] == 2'b11));
   wire       is_jmpr = (insn[15:11] == 5'b11000);
   wire       is_jmp = (insn[15:11] == 5'b11001);
   wire       is_hiconst = (opcode == 4'b1101);
   wire       is_trap = (opcode == 4'b1111);
   assign r1sel = (is_compare | is_hiconst) ? insn[11:9] :   
                  (is_rti) ? 3'd7 : insn[8:6];
   assign r1re = is_arith | 
                 is_compare | 
                 is_jsrr | 
                 is_logic | 
                 is_ldr | 
                 is_str | 
                 is_rti | 
                 is_shift | 
                 is_jmpr |
                 is_hiconst
                 ;
   assign r2sel = (is_str) ? insn[11:9] : insn[2:0];  
   assign r2re = is_add | is_mul |  is_sub | is_div |
                 is_cmp | is_cmpu |
                 is_and | is_or | is_xor |
                 is_str |
                 is_mod;
   assign wsel = (is_jsr | is_jsrr | is_trap) ? 3'd7 : insn[11:9];   
   assign regfile_we = is_arith | is_jsr | is_jsrr | is_logic | is_ldr | is_const | is_shift | is_hiconst | is_trap;
   assign nzp_we = regfile_we | is_compare;
   assign select_pc_plus_one = is_trap | is_jsrr | is_jsr;
   assign is_load = is_ldr;
   assign is_store = is_str;
   assign is_control_insn =  is_jsr | is_jsrr | is_rti | is_jmpr | is_jmp | is_trap;
endmodule
```
`flow/run.sh`:
```
#!/bin/bash
# OpenROAD 26Q1-2900-gdf79404cd8, Yosys 0.63+post, stock flow scripts
make -C /OpenROAD-flow-scripts/flow DESIGN_CONFIG=/design/flow/config.mk WORK_HOME=/design/flow/orfs finish
```
`flow/config.mk`:
```
export PLATFORM = sky130hd
export DESIGN_NAME = lc4_decoder
export DESIGN_NICKNAME = lc4_decoder
export VERILOG_FILES = /design/flow/design.v
export SDC_FILE = /design/flow/constraint.sdc
export NUM_CORES = 4
export LEC_CHECK = 1
export CORE_AREA = 10 10 70 70
export DIE_AREA = 0 0 80 80
```
`flow/constraint.sdc`:
```
current_design lc4_decoder

set clk_period 1.6
set clk_io_pct 0.2

create_clock -name clk0 -period $clk_period

set non_clock_inputs [all_inputs -no_clocks]
set_input_delay [expr $clk_period * $clk_io_pct] -clock clk0 $non_clock_inputs
set_output_delay [expr $clk_period * $clk_io_pct] -clock clk0 [all_outputs]
```
==> insert_results.sql <==
-- load yosys + openroad results
INSERT INTO impl_metrics (metric_group, metric, value, unit) VALUES
('detailed_routing', 'detailedRoute.firstPassIterationCount', '4', ''),
('job', 'stage_log_warnings', '34', ''),
('pwr', 'ir_drop', '0.09008', 'mV'),
('final_timing', 'slew_viol_final', '0', ''),
('global_route', 'vias_in_the_first_global_route', '731', ''),
('detailed_routing', 'final_antenna_net_count', '0', ''),
('final_layout', 'layout.area.seq', '0', 'µm²'),
('synthesis', 'yosysCellCount', '66', ''),
('final_timing', 'smallest_hold_slack', '1036', 'ps'),
('hold_path', 'hold_path.startpoint', 'insn[6]', ''),
('detailed_routing', 'top_layer_used', 'met3', ''),
('job', 'maxCapViolCount', '0', ''),
('worst_setup_path', 'worstSetupStartpointType', 'input pin', ''),
('final_timing', 'hold_viol_final', '0', ''),
('detailed_routing', 'viasPerCell', '4.244', ''),
('floorplan', 'chipArea', '6400', 'µm²'),
('detailed_routing', 'drtIter0Drc', '49', ''),
('synthesis', 'post_synth_num_cell_types', '32', ''),
('worst_setup_path', 'slowest_delay', '370', 'ps'),
('floorplan', 'placementRows', '21', ''),
('pwr', 'power-per-cell-area', '235.7', 'nW/µm²'),
('worst_setup_path', 'crit_path_frequent_cell', 'sky130_fd_sc_hd__buf_6', ''),
('hold_path', 'hp-class', 'input pin to output pin', ''),
('detailed_routing', 'drcViolationCount', '0', ''),
('worst_setup_path', 'cp_data_required_time', '1280', 'ps'),
('worst_setup_path', 'worstSetupPathType', 'input pin to output pin', ''),
('placement', 'numPlacedInstances', '160', ''),
('final_timing', 'setup_viol_count_final', '10', ''),
('final_layout', 'clockBufferCount', '0', ''),
('final_timing', 'final_min_period_over_clock_period', '109.7', '%'),
('final_layout', 'finalInstanceArea', '1156', 'µm²'),
('detailed_routing', 'drt-total-wl', '2.277', 'mm'),
('worst_setup_path', 'cp_max_fo', '4', ''),
('final_layout', 'design.seq.count', '0', ''),
('final_timing', 'setup_ws', '-154.4', 'ps'),
('synthesis', 'synth_dominant_cell_count', 'sky130_fd_sc_hd__nand2b_1', ''),
('detailed_routing', 'total_number_of_vias', '730', ''),
('final_layout', 'post_layout_nonfiller_instances', '172', ''),
('final_timing', 'max_slew.worst_pin.slew', '423.2', 'ps'),
('detailed_routing', 'met1_length', '1.074', 'mm'),
('detailed_routing', 'met2RoutedLength', '1.012', 'mm'),
('placement', 'portBuffers', '34', ''),
('final_timing', 'rsz0062_at_grt', 'yes', ''),
('worst_setup_path', 'crit_start', 'insn[15]', ''),
('placement', 'post_dp_cell_area', '943.4', 'µm²'),
('run_status', 'run_status', 'complete, but fails checks', ''),
('floorplan', 'fp-utilization', '12.42', '%'),
('final_timing', 'timing.fmax', '570.0', 'MHz'),
('floorplan', 'floorplan.core_area', '3416', 'µm²'),
('synthesis', 'synthesis.area', '424.2', 'µm²'),
('synthesis', 'area_leaders', 'sky130_fd_sc_hd__mux2_4, sky130_fd_sc_hd__nand2b_1, sky130_fd_sc_hd__a221oi_1, sky130_fd_sc_hd__o22ai_1, sky130_fd_sc_hd__inv_1', ''),
('pwr', 'static-leakage-power', '0.5653', 'nW'),
('floorplan', 'io-pin-count', '34', ''),
('synthesis', 'common_cells', 'sky130_fd_sc_hd__nand2b_1, sky130_fd_sc_hd__inv_1, sky130_fd_sc_hd__nand2_1, sky130_fd_sc_hd__nor2_1, sky130_fd_sc_hd__o22ai_1', ''),
('final_layout', 'post_route_cells_drive_above_1_share', '61.90', '%'),
('global_route', 'grt-ovfl-total', '0', ''),
('global_route', 'initial_antenna_violation_count', '0', ''),
('worst_setup_path', 'critical_path_arrival', '1430', 'ps'),
('synthesis', 'synth-area-yosys', '424.2', 'µm²'),
('final_layout', 'post_route_core_utilization', '33.85', '%'),
('detailed_routing', 'detailroute.wirelength.met3', '190', 'µm'),
('synthesis', 'netlist.top_cell.by_area', 'sky130_fd_sc_hd__mux2_4', ''),
('global_route', 'grt.total_usage', '6.396', '%'),
('synthesis', 'postSynthCellCount', '66', ''),
('worst_setup_path', 'path_depth', '6', ''),
('floorplan', 'die_width', '80', 'µm'),
('worst_setup_path', 'cpLargestDelayFamily', 'buffers and inverters', ''),
('run_status', 'violations_in_the_final_reports', 'negative setup slack', ''),
('worst_setup_path', 'endpoint_kind', 'output pin', ''),
('detailed_routing', 'antennaDiodeCount', '0', ''),
('synthesis', 'avgSynthCellArea', '6.427', 'µm²');
==> power by group <==
part	switching [mW]	total (mW)	internal, mW
combinational	0.107	0.272	0.166
sequential	0	0	0
clock	0	0	0
total	0.107	0.272	0.166
==> worst min-delay path by stage <==
stage,to,cells after the start
6_report,r1sel[0],4
4_1_cts,r1sel[0],4
5_1_grt,r1sel[0],4
==> per-stage QoR <==
step / power (mW) / setup WS [ps]
floorplan: 0.07012 / 102.9
global placement: 0.2317 / -890.6
detailed placement: 0.2322 / -907.4
CTS: 0.2376 / -177.1
global route: 0.2972 / -178.4
finish: 0.2725 / -154.4
==> final cells by class <==
class	instances	area share, %
inverters	6	1.948
well taps	46	4.978
repair buffers	65	48.81
multi-input cells	55	44.26
==> layout by cell type, fill, tap and decap left out, types with 2 or more instances in the layout <==
master / count
sky130_fd_sc_hd__nand2_1: 3
sky130_fd_sc_hd__nor2_4: 3
sky130_fd_sc_hd__nand3b_1: 2
sky130_fd_sc_hd__a31oi_1: 2
sky130_fd_sc_hd__clkdlybuf4s50_1: 4
sky130_fd_sc_hd__clkbuf_2: 5
sky130_fd_sc_hd__buf_4: 20
sky130_fd_sc_hd__o22ai_1: 3
sky130_fd_sc_hd__dlymetal6s2s_1: 5
sky130_fd_sc_hd__o211ai_1: 2
sky130_fd_sc_hd__nor4_2: 2
sky130_fd_sc_hd__nand2b_4: 4
sky130_fd_sc_hd__mux2_4: 3
sky130_fd_sc_hd__dlygate4sd2_1: 3
sky130_fd_sc_hd__o21ai_1: 2
sky130_fd_sc_hd__inv_1: 5
sky130_fd_sc_hd__a221oi_2: 3
sky130_fd_sc_hd__clkdlybuf4s15_1: 2
sky130_fd_sc_hd__nor2b_1: 2
sky130_fd_sc_hd__nand2b_1: 2
sky130_fd_sc_hd__buf_6: 16
sky130_fd_sc_hd__buf_2: 9
==> kinds of logic after synthesis <==
| group | after synthesis | synth area share [%] |
|---|---|---|
| buffers and inverters | 11 | 10.32 |
| AND/OR/NAND/NOR | 33 | 47.49 |
| AND-OR/OR-AND | 19 | 31.56 |
| multiplexers | 3 | 10.62 |
==> metal layers <==
layer  GRT usage [%]  vias to the layer above
met5               0                        -
met4          0.3521                        0
met3           1.932                        0
met2           10.35                       23
met1           8.504                      335
li1                -                      372
==> repair_timing <==
item / 4_1_cts / 5_1_grt
gates resized: 87 / 40
endpoints found under the setup margin: 18 / 17
pin swaps: 11 / 6
gates cloned: 0 / 0
buffers inserted: 12 / 3
Power and IR drop assume default switching activity.

===== /design/flow/run.sh =====
#!/bin/bash
# OpenROAD 26Q1-2900-gdf79404cd8, Yosys 0.63+post, stock flow scripts
make -C /OpenROAD-flow-scripts/flow DESIGN_CONFIG=/design/flow/config.mk WORK_HOME=/design/flow/orfs finish

===== /design/flow/config.mk =====
export PLATFORM = sky130hd
export DESIGN_NAME = lc4_alu
export DESIGN_NICKNAME = lc4_alu
export VERILOG_FILES = /design/flow/design.v
export SDC_FILE = /design/flow/constraint.sdc
export NUM_CORES = 4
export LEC_CHECK = 1
export CORE_UTILIZATION = 50

===== /design/flow/constraint.sdc =====
current_design lc4_alu

set clk_period 64.7
set clk_io_pct 0.2

create_clock -name clk0 -period $clk_period

set non_clock_inputs [all_inputs -no_clocks]
set_input_delay [expr $clk_period * $clk_io_pct] -clock clk0 $non_clock_inputs
set_output_delay [expr $clk_period * $clk_io_pct] -clock clk0 [all_outputs]

===== /design/flow/design.v =====
`timescale 1ns / 1ps
`default_nettype none
module lc4_divider(input  wire [15:0] i_dividend,
                   input  wire [15:0] i_divisor,
                   output wire [15:0] o_remainder,
                   output wire [15:0] o_quotient);
    wire [15:0] tmp_q, tmp_r;
    wire [15:0] inter_q [16:0], inter_r [16:0], inter_dd [16:0];  
    assign tmp_q = 16'd0;
    assign tmp_r = 16'd0;
    assign inter_q [16][15:0] = tmp_q;
    assign inter_r [16][15:0] = tmp_r[15:0];
    assign inter_dd[16][15:0] = i_dividend[15:0];
    genvar i;
    generate
        for (i = 0; i < 16; i = i+1) begin
            lc4_divider_one_iter h0(.i_dividend(inter_dd[16 - i][15:0]),
            .i_remainder(inter_r[16 - i][15:0]),
            .i_quotient(inter_q[16 - i][15:0]),
            .i_divisor(i_divisor[15:0]),
            .o_dividend(inter_dd[16 - i - 1][15:0]),
            .o_remainder(inter_r[16 - i - 1][15:0]),
            .o_quotient(inter_q[16 - i - 1][15:0])
            );
        end
    endgenerate
    assign o_remainder = i_divisor == 16'd0 ? tmp_r:inter_r[0][15:0];
    assign o_quotient = i_divisor == 16'd0 ? tmp_q:inter_q[0][15:0];
endmodule  
module lc4_divider_one_iter(input  wire [15:0] i_dividend,
                            input  wire [15:0] i_divisor,
                            input  wire [15:0] i_remainder,
                            input  wire [15:0] i_quotient,
                            output wire [15:0] o_dividend,
                            output wire [15:0] o_remainder,
                            output wire [15:0] o_quotient);
    wire [15:0] tmp_r;
    assign tmp_r = (i_remainder << 1) | (i_dividend>> 15) & 1'b1;
    assign o_quotient = tmp_r < i_divisor ? i_quotient << 1 : i_quotient << 1 | 1'b1;
    assign o_remainder = tmp_r < i_divisor ? tmp_r : tmp_r - i_divisor;
    assign o_dividend = i_dividend << 1;
endmodule
`timescale 1ns / 1ps
`default_nettype none
module lc4_alu(input  wire [15:0] i_insn,
               input wire [15:0]  i_pc,
               input wire [15:0]  i_r1data,
               input wire [15:0]  i_r2data,
               output wire [15:0] o_result);
      wire [3:0] temp;
      wire [15:0] four;
      wire [4:0] isncode;
      wire cin;
      assign cin = 1'b0;
      assign isncode = ((i_insn[15:12] == 4'b0001) & (i_insn[5:3] == 3'b000)) ? 5'd0:
                        (i_insn[15:12] == 4'b0001 & i_insn[5:3] == 3'b001) ? 5'd1:
                        (i_insn[15:12] == 4'b0001 & i_insn[5:3] == 3'b010) ? 5'd2:
                        (i_insn[15:12] == 4'b0001 & i_insn[5:3] == 3'b011) ? 5'd3:
                        (i_insn[15:12] == 4'b1010 & i_insn[5:4] == 2'b11) ? 5'd4:
                        (i_insn[15:12] == 4'b0101 & i_insn[5:3] == 3'b000) ? 5'd5:
                        (i_insn[15:12] == 4'b0101 & i_insn[5:3] == 3'b001) ? 5'd6:
                        (i_insn[15:12] == 4'b0101 & i_insn[5:3] == 3'b010) ? 5'd7:
                        (i_insn[15:12] == 4'b0101 & i_insn[5:3] == 3'b011) ? 5'd8:
                        (i_insn[15:12] == 4'b1010 & i_insn[5:4] == 2'b00)  ? 5'd9:
                        (i_insn[15:12] == 4'b1010 & i_insn[5:4] == 2'b01)  ? 5'd10:
                         (i_insn[15:12] == 4'b1010 & i_insn[5:4] == 2'b10) ? 5'd11:
                           (i_insn[15:12] == 4'b1001) ? 5'd12:
                           (i_insn[15:12] == 4'b1101) ? 5'd13:
                         (i_insn[15:12] == 4'b0110)  ? 5'd14:
                         (i_insn[15:12] == 4'b0111) ? 5'd15:
                         (i_insn[15:12] == 4'b0010 & i_insn[8:7] == 2'b00)  ? 5'd16:
                         (i_insn[15:12] == 4'b0010 & i_insn[8:7] == 2'b01)  ? 5'd17:
                         (i_insn[15:12] == 4'b0010 & i_insn[8:7] == 2'b10)  ? 5'd18:
                         (i_insn[15:12] == 4'b0010 & i_insn[8:7] == 2'b11)  ? 5'd19:
                         (i_insn[15:12] == 4'b0000)  ? 5'd20:
                        (i_insn[15:11] == 5'b11001)  ? 5'd21:
                          (i_insn[15:11] == 5'b11000)  ? 5'd22:
                          (i_insn[15:11] == 5'b01001)  ? 5'd23:
                        (i_insn[15:11] == 5'b01000)  ? 5'd24:
                        (i_insn[15:12] == 4'b1000)  ? 5'd25: 
                        (i_insn[15:12] == 4'b1111) ? 5'd26 :
                        (i_insn[15:12] == 4'b0001 & i_insn[5] == 1'b1) ? 5'd27: 
                        (i_insn[15:12] == 4'b0101 & i_insn[5] == 1'b1) ? 5'd28:  
                        5'd29;
      wire [15:0] temp16,temp17,temp18, mod,div,sub,add, addi;
      cla16 h0(.a(i_r1data),.b(i_r2data),.cin(cin),.sum(add));
      cla16 h1(.a(i_r1data), .b(16'b1111111111111111 * i_r2data),.cin(cin),.sum(sub));
      cla16 h4(.a(i_r1data), .b({{11{i_insn[4]}}, i_insn[4:0]}),.cin(cin),.sum(addi));
      lc4_divider h2(.i_dividend(i_r1data),.i_divisor(i_r2data),.o_remainder(mod),.o_quotient(div));
      assign temp17 = $signed(i_r1data) >>> i_insn[3:0];
       assign o_result = (isncode === 5'd0) ? add :
                        (isncode === 5'd1) ? i_r1data * i_r2data :
                        (isncode === 5'd2) ? sub :
                        (isncode === 5'd3) ? div :
                        (isncode === 5'd4) ? mod :
                        (isncode === 5'd5) ? i_r1data & i_r2data :
                        (isncode === 5'd6) ?  ~ i_r1data:
                        (isncode === 5'd7) ?  i_r1data | i_r2data:
                        (isncode === 5'd8) ? i_r1data ^ i_r2data:
                        (isncode === 5'd9) ? i_r1data << i_insn[3:0]:
                        (isncode === 5'd10) ? temp17 :
                        (isncode === 5'd11) ? i_r1data >> i_insn[3:0]:
                        (isncode === 5'd12) ? (i_insn[8] == 1'b0 ? {7'd0, i_insn[8:0]}:{7'b1111111, i_insn[8:0]}):
                        (isncode === 5'd13) ? (i_r1data & 'hFF) | (i_insn[7:0] << 8):
                        (isncode === 5'd14) ? (i_insn[5] == 1'b0 ? i_r1data + {10'd0,i_insn[5:0]} : i_r1data +  {10'b1111111111,i_insn[5:0]}):
                        (isncode === 5'd15) ?  (i_insn[5] == 1'b0 ? i_r1data + {10'd0, i_insn[5:0]} : i_r1data + {10'b1111111111, i_insn[5:0]}):
                        (isncode === 5'd16) ? (i_r1data == i_r2data ? 16'd0 :  $signed(i_r1data) > $signed(i_r2data) ? 16'd1 :'hFFFF):
                        (isncode === 5'd17) ? (i_r1data == i_r2data ? 16'd0 :  i_r1data > i_r2data ? 16'd1 :'hFFFF):
                        (isncode === 5'd18) ?  (i_r1data == {{9{i_insn[6]}},i_insn[6:0]} ? 16'd0 : $signed(i_r1data) > $signed(i_insn[6:0]) ? 16'd1 : 'hFFFF):
                        (isncode === 5'd19) ? (i_r1data == i_insn[6:0] ? 16'd0 :  i_r1data > i_insn[6:0] ? 16'd1 :'hFFFF):
                        (isncode === 5'd20) ? (i_insn[8] == 1'b0 ? i_pc + 1 + {7'd0, i_insn[8:0]}: i_pc + 1 + {7'b1111111, i_insn[8:0]}): 
                        (isncode === 5'd21) ? (i_insn[10] == 1'b0 ? i_pc + 1 + {5'd0, i_insn[10:0]}: i_pc + 1 + {5'b11111, i_insn[10:0]}):
                        (isncode === 5'd22) ? i_r1data:
                        (isncode === 5'd23) ? (i_pc & 'h8000) | (i_insn[10:0] <<4):
                        (isncode === 5'd24) ? i_r1data:
                        (isncode === 5'd25) ?  i_r1data:
                        (isncode === 5'd26) ? ('h8000 | i_insn[7:0]) : 
                        (isncode === 5'd27) ? addi:
                        (isncode === 5'd28) ? i_r1data & {{11{i_insn[4]}},i_insn[4:0]}:
                        i_pc + 1;      
endmodule
`timescale 1ns / 1ps
`default_nettype none
module gp1(input wire a, b,
           output wire g, p);
   assign g = a & b;
   assign p = a | b;
endmodule
module gp4(input wire [3:0] gin, pin,
           input wire cin,
           output wire gout, pout,
           output wire [2:0] cout);
  assign cout[0] = gin[0] | (pin[0] & cin);
  genvar i;
  generate
    for (i = 1; i < 3; i = i+1) begin
      assign cout[i] = gin[i] | (pin[i] & cout[i-1]);
    end
  endgenerate
  assign gout = gin[0] & pin[1] & pin[2] & pin[3] | gin[1] & pin[2] & pin[3] | gin[2] & pin[3] | gin[3];
  assign pout = pin[0] & pin[1] & pin[2] & pin[3];
endmodule
module cla16
  (input wire [15:0]  a, b,
   input wire         cin,
   output wire [15:0] sum);
  wire [15:0] g, p;
  wire [3:0] gout,pout;
  wire [16:0] c;
  assign c[0] = cin;
  genvar i;
  generate
    for (i = 0; i < 16; i = i+1) begin
      gp1 h0(.a(a[i]),.b(b[i]),.g(g[i]),.p(p[i]));
    end
    for (i = 0; i <4; i= i+1) begin
      gp4 h1(.gin(g[4*i+3:4*i]), .pin(p[4*i+3:4*i]),.cin(c[4*i]),.gout(gout[i]),.pout(pout[i]),.cout(c[4*i + 3: 4*i + 1]));
      assign c[(i+1)*4] = gout[i] | (pout[i] & c[i*4]);
    end
    for (i = 0; i < 16; i = i +1) begin
      assign sum[i] = a[i] ^ b[i] ^ c[i];
    end
  endgenerate
endmodule
module gpn
  #(parameter N = 4)
  (input wire [N-1:0] gin, pin,
   input wire  cin,
   output wire gout, pout,
   output wire [N-2:0] cout);
endmodule

==> flow_summary_export.csv <==
group,metric,value,unit
sta,max_slew_margin,31.7,%
place,hpwl,90.1,mm
pwr,cellInternalPower,0.0184,W
yosys,synthesis.instances,3745,
critical_path,cp-start-kind,"input port",
sta,tns,0,ns
sta,fmax,16.0,MHz
yosys,netlist_area,0.0273,mm²
pwr,p_sw_share,60.7,%
status,status,"completed",
yosys,largest_area_cell,"ha_1",
pwr,p_leak,13.2,nW
grt,grt_use_total,42.3,%
worst_hold_path,min_delay_worst_endpoint,"o_result[0]",
yosys,synth_top_area_share,20.3,%
grt,grt_max_degree,59,
critical_path,path_max_fanout,31,
floorplanning,fp_util,50.6,%
critical_path,crit_arrival,49.62,ns
floorplanning,die_x,236,µm
routing,wl_per_cell,26.1,µm
flow_run,max_cap_violations,0,
sta,final.period_utilization,96.7,%
sta,setup_slack,2.14,ns
routing,firstDrtPassIters,6,
routing,vias,30000,
routing,first_iter_violations,2647,
grt,grt-ovfl-total,0,
final_layout,drive_above_1_share,7.35,%
worst_hold_path,min_path_cells,6,
sta,tightest_slew,1.02,ns
sta,whs,27.24,ns
final_layout,post-route-util,54.2,%
sta,min_period,62.56,ns
routing,via_per_inst,6.71,
flow_run,warnings,125,
sta,rsz0062_at_grt,"no",
sta,slew_viol_final,0,
worst_hold_path,hp-start,"i_insn[0]",
grt,grt_pass1_wl,174,mm
final_layout,clkbuf_count,0,
yosys,synth_area_per_cell,7.29,µm²
floorplanning,fp.dieArea,0.0555,mm²
critical_path,end_kind,"primary output",
yosys,synth.area.top_cells,"ha_1 (20%), fa_1 (9.5%), xnor2_1 (5.8%), nand2_1 (5.0%), a21oi_1 (4.9%)",
grt,grt_pass1_vias,28200,
final_layout,flops,0,
critical_path,worstPathRequired,51.76,ns
place,port-buffer-count,80,
place,place_ws,0.383,ns
worst_hold_path,min_path_type,"in -> out",
final_layout,fin_cells,4477,
floorplanning,die_y,236,µm
final_layout,area_growth,7.04,%
critical_path,cp_common_cell,"ha_1",
yosys,ys_cells,3745,
place,place_congestion,1.16,
floorplanning,core_area,0.0539,mm²
yosys,seq_area_frac_synth,0,%
yosys,yosys_warnings,1,
critical_path,crit_path_top_delay_cell,"clkdlybuf4s50_1",
pwr,ir_worst_vdd,2520,µV
routing,drc,0,
yosys,synth_cell_types,124,
floorplanning,rows,85,
floorplanning,io_pins,80,
pwr,netSwitchingPower,0.0283,W
sta,finalHoldViolCount,0,
routing,drtAntennaViolNets,0,
cts,holdBufCountCts,0,
critical_path,slowest_delay,0.59,ns
grt,antenna_found_initial,2,
critical_path,critPathKind,"in -> out",
place,place_inst,4473,
sta,setup_viol,0,
routing,drt-total-wl,117,mm
final_layout,regArea,0,µm²
pwr,cellPowerDensity,1600,mW/mm²
yosys,yosys_area,0.0273,mm²
[through the flow]
stage          power (W)  instance area (µm²)
2_1_floorplan     0.0381                27300
3_3_place_gp      0.0445                29100
3_5_place_dp      0.0441                29100
4_1_cts           0.0447                29100
5_1_grt           0.0496                29200
6_report          0.0467                29200
[repair_timing]
item / CTS / global route
setup buffers: 0 / 3
gates resized: 0 / 25
setup endpoints to repair: 0 / 16
[kinds of logic after synthesis]
kind of cell / Yosys count / share of synthesized area, %
AOI/OAI and AO/OA: 1242 / 31.3
xor gates and xnor gates: 278 / 8.92
adders and majority gates: 572 / 29.8
buffers and inverters: 428 / 6.24
muxes: 88 / 3.76
other: 1 / 0.0137
and+or+nand+nor: 1136 / 20.0
[cells in the mapped netlist, types with 27 or more instances]
master    number
or3_1         35
o21bai_1      45
nor4_1        27
a21oi_1      269
a31oi_1       50
o21ai_0      219
nor3_1        85
nand3_1       66
a211oi_1      79
ha_1         443
o31ai_1       32
a21o_1       101
nand2b_1      35
o211ai_1      44
nand2_1      367
xor2_1        96
mux2i_1       45
a221oi_1      32
clkbuf_1      98
nor2b_1       39
o21a_1        57
nor2_1       330
xnor2_1      182
inv_1        258
buf_2         29
mux2_2        34
fa_1         129
[critical path: cells and delay by family]
family / cells / cell delay [ns]
adder cells (fa/ha/maj): 17 / 5.42
AND/OR/NAND/NOR: 24 / 5.38
multiplexers: 2 / 0.70
buffers and inverters: 16 / 3.61
AND-OR/OR-AND: 76 / 21.47
[cell usage in the layout (no fill, tap or decap), drive strengths merged, types with 14 or more instances in the layout]
master,Yosys,final
a221oi,33,33
or2,16,16
o211ai,45,45
mux2,34,34
o22ai,26,26
and2,18,18
a41oi,14,14
mux2i,47,47
a211o,23,23
nand3,67,67
a311oi,14,14
o2111ai,19,19
nand2b,35,35
nor4,35,35
xor2,96,96
a21o,102,102
clkdlybuf4s50,0,75
or3,35,35
inv,263,264
o31ai,36,36
nor3,91,91
fa,129,129
a31o,18,18
o221ai,23,23
nor2b,41,41
a211oi,84,84
xnor2,182,182
buf,58,110
a2111oi,16,16
o21ai,240,240
nand2,369,369
o21bai,45,45
ha,443,443
a31oi,52,52
nor2,334,334
and3,25,25
a21oi,273,273
o21a,57,57
nand4,21,21
[cell type report]
type	instances	area [µm²]
Inverter	272	1020
Multi-Input combinational cell	3323	25800
Fill cell	5053	24700
Antenna cell	1	2.50
Timing Repair Buffer	185	1560
Tap cell	696	871
[routing by layer]
layer / share of wire [%] / routed length, µm / global-route usage [%] / vias up
met1: 40 / 46900 / 56.5 / 14100
met2: 42 / 49600 / 63.4 / 1745
met5: 0.018 / 21 / 0.952 / -
met4: 5.9 / 6860 / 19.5 / 2
met3: 12 / 13600 / 12.0 / 392
li1: - / - / - / 13800
[worst max path at each step]
stage	start	end	slack, ns	depth (start not counted)
after global routing	i_r1data[15]	o_result[1]	0.02	133
after CTS	i_r1data[15]	o_result[8]	0.29	132
final	i_r1data[15]	o_result[1]	2.14	135
Power figures rest on the tool's default switching activity, not on a simulated workload.
